[./design.v]
module day16 (
  input       wire        clk,
  input       wire        reset,
  input       wire[1:0]   cmd_i,
  output      wire        psel_o,
  output      wire        penable_o,
  output      wire[31:0]  paddr_o,
  output      wire        pwrite_o,
  output      wire[31:0]  pwdata_o,
  input       wire        pready_i,
  input       wire[31:0]  prdata_i
);
  localparam adr = 32'hDEAD_CAFE;
  reg psel_o_r, penable_o_r, pwrite_o_r;
  reg [31:0] paddr_o_r, pwdata_o_r, p_d;
  reg[1:0] cmd_d;
  assign psel_o = psel_o_r;
  assign penable_o = penable_o_r;
  assign paddr_o = paddr_o_r;
  assign pwrite_o = pwrite_o_r;
  assign pwdata_o = pwdata_o_r;
  always@(posedge clk or posedge reset)
    begin
      if(reset)
        begin
          psel_o_r <= 0;
          penable_o_r <= 0;
          paddr_o_r <= 0;
          pwrite_o_r <= 0;
          pwdata_o_r <= 0;
          p_d <= 0;
          cmd_d <= 0;
        end
      else
        begin
          cmd_d <= cmd_i;
          psel_o_r <= 0;
          penable_o_r <= 0;
          paddr_o_r <= 0;
          pwrite_o_r <= 0;
          pwdata_o_r <= 0;
          case(cmd_d)
            2'b00 : begin
            end
            2'b01 : begin
              psel_o_r <= 1;
              paddr_o_r <= adr;
              penable_o_r <= 1;
              pwrite_o_r <= 0;
            end
            2'b10 : begin
              psel_o_r <= 1;
              paddr_o_r <= adr;
              penable_o_r <= 1;
              pwrite_o_r <= 1;
              pwdata_o_r <= p_d + 1;
            end
            2'b11 : begin
            end
          endcase
          if(pready_i && !pwrite_o_r && cmd_d == 2'b01)
            begin
              p_d <= prdata_i;
            end
        end
    end
endmodule
[./constraint.sdc]
current_design day16

set clk_period 6.5
set clk_io_pct 0.2

create_clock -name clk0 -period $clk_period [get_ports {clk}]

set non_clock_inputs [all_inputs -no_clocks]
set_input_delay [expr $clk_period * $clk_io_pct] -clock clk0 $non_clock_inputs
set_output_delay [expr $clk_period * $clk_io_pct] -clock clk0 [all_outputs]
[./config.mk]
export PLATFORM = sky130hd
export DESIGN_NAME = day16
export DESIGN_NICKNAME = day16
export VERILOG_FILES = /design/flow/design.v
export SDC_FILE = /design/flow/constraint.sdc
export NUM_CORES = 4
export LEC_CHECK = 1
export CORE_UTILIZATION = 50
[./run.sh]
#!/bin/bash
# OpenROAD 26Q1-2900-gdf79404cd8, Yosys 0.63+post, stock flow scripts
make -C /OpenROAD-flow-scripts/flow DESIGN_CONFIG=/design/flow/config.mk WORK_HOME=/design/flow/orfs finish
==> impl_metrics.tcl <==
# place-and-route summary
set metrics [dict create \
    status "finished, final reports clean" \
    wire_per_inst_um 13.6 \
    worst_slew_pin_slew_ps 766 \
    die_area_sq_um 6830 \
    critPathSlowestCell "dfrtp_1" \
    ff_type "dfrtp_1" \
    ys_warn_count 1 \
    hpwl_um 4030 \
    core_sq_um 6310 \
    rr_startpoint "p_d[8]" \
    rsz0062_at_grt "no" \
    grt_antenna_before_repair 0 \
    ys_ff 68 \
    setup_viol 0 \
    drt_iter0_drc 67 \
    async_reset_ff_frac 1.00 \
    p_sw_uw 279 \
    top_cells_by_count "dfrtp_1, buf_4, mux2_2" \
    pwr-share-seq 0.505 \
    hold-path-endpoint "paddr_o_r[30]" \
    rrSetupSlack_ps 4170 \
    worst_hold_slack_ps 534 \
    crit_path_end_kind "primary output" \
    fmax_mhz 341 \
    min_path_type "reg2reg" \
    power_density_nw_per_um2 260 \
    utilization 0.666 \
    pre_cts_slack_ps 3780 \
    p_int_uw 816 \
    leakage_nw 1.73 \
    path_cells "clkdlybuf4s50_1" \
    fin_crit_ps 2930 \
    edf_count 0 \
    gr-total-overflow 0 \
    ios 104 \
    maxCapViolations 0 \
    warnings 27 \
    r2r_end "pwdata_o_r[25]" \
    path_buffers 1 \
    fp_util 0.515 \
    netlist_instances 285 \
    ctsResizeCount 0 \
    ant_nets 0 \
    setup_tns_ps 0 \
    cpLargestDelayFamily "flip-flops" \
    cts_buffer_depth 2 \
    n_antenna_cell 0 \
    ys_types 42 \
    yosys_area_sq_um 3250 \
    port_buffers 93 \
    drc_errors 0 \
    hold_viol 0 \
    cts-hold-fix-buffers 0 \
    cts_max_level 3 \
    yosys.area.top_type "dfrtp_1" \
    top_area_frac 0.523 \
    worstRegToRegCells 4 \
    worstPathRequired_ps 5200 \
    cts_buffers 9 \
    switching_share 0.255 \
    drive_gt1_frac 0.169 \
    hold_path_depth 2 \
    arrival_ps 1630 \
    irDropWorstVdd_mv 0.257 \
    placed_area_sq_um 4000 \
    drtPass1Iterations 4 \
    critPathMaxFanout 24 \
    routabilityCongestion 0.807 \
    grt_first_pass_wirelength_um 9790 \
    slew_headroom 0.486 \
    rows 29 \
    grtUsageTotal 0.196 \
    p_total_mw 1.10 \
    area_leaders "dfrtp_1, mux2_2, buf_4, xnor2_1, a21oi_1" \
    fin_crit_sh 0.451 \
    grt_max_degree 41 \
    crit_type "reg2out" \
    min_from "cmd_d[1]" \
    syn_area_sq_um 3250 \
    viasPerCell 5.09 \
    instances_no_fill 438 \
    die_x_um 82.6 \
    fillers 500 \
    grt_pass1_vias 2103 \
    start_kind "flip-flop" \
    cts_sinks 68 \
    clk-insertion-delay-late_ps 330 \
    finClkSkew_ps 5.13 \
    path_clk_slew_ps 70 \
    wl_um 5950 \
    ys_seq_share 0.523 \
    yosys_cells 285 \
    dpl.cell_count 422 \
    report.final.slew_viol_count 0 \
    cts_tree "built" \
    cts_setup_buffers 0 \
    area_growth_pct 29.4 \
    comb_power_share 0.180 \
    cts_root_buffer "clkbuf_8" \
    setup_slack_ps 3570 \
    synth_area_per_cell_sq_um 11.4 \
    most_common_cell "dfrtp_1" \
    final_area_sq_um 4210 \
    via_count 2230 \
    power_frac_clock 0.315 \
    die_y_um 82.6 \
    cp_slowest_stage_delay_ps 720 \
]
-- routing by layer --
metal / share of wire / global-route usage / vias to the layer above / routed length [um]
met5: 0 / 0 / - / 0
met4: 0.010 / 0.0155 / 0 / 62
met3: 0.065 / 0.0546 / 6 / 385
met2: 0.46 / 0.320 / 65 / 2740
met1: 0.46 / 0.283 / 1069 / 2760
li1: - / - / 1090 / -
-- layout make-up --
class | instances | area [sq um] | share of cell area
multi-input cells | 171 | 1220 | 0.290
flip-flops and latches | 68 | 1700 | 0.405
repair buffers | 95 | 946 | 0.225
clock buffers | 12 | 155 | 0.0369
inverters | 11 | 41.3 | 0.00982
well taps | 77 | 96.3 | 0.0229
clock inverters | 4 | 47.5 | 0.0113
-- logic make-up (layout without fill, tap and decap cells) --
group | Yosys count | count (layout) | share of synthesized area
buf+inv | 55 | 122 | 0.112
fa+ha+maj | 3 | 3 | 0.0115
xor+xnor | 12 | 12 | 0.0323
flops | 68 | 68 | 0.523
mux | 35 | 35 | 0.120
other cells | 1 | 10 | 0.00115
compound gates | 30 | 30 | 0.0543
simple gates | 81 | 81 | 0.145
-- cell usage in the layout, fill, tap and decap left out, types with 5 or more instances in the layout --
cell type and n:
nor2_1 16, inv_1 9, xnor2_1 10, or3_1 6
a21oi_1 13, conb_1 10, clkdlybuf4s50_1 93, nand4_1 6
dfrtp_1 68, clkbuf_8 11, nand3_1 8, or4_1 5
o21ai_0 9, nand2_1 13, mux2_2 32
-- power by group through the flow --
stage	logic, mW	clock network (mW)	registers, mW
finish	0.197	0.345	0.553
CTS	0.201	0.356	0.552
global route	0.225	0.371	0.564
-- worst max path at each step --
| stage | from | end | slack [ps] | depth (start not counted) |
|---|---|---|---|---|
| final | paddr_o_r[30] | paddr_o[5] | 3570 | 1 |
| after global routing | paddr_o_r[30] | paddr_o[9] | 3400 | 1 |
| after CTS | paddr_o_r[30] | paddr_o[5] | 3520 | 1 |
-- flip-flops by register name (all words and copies together), names as in the netlist --
| register | flops |
|---|---|
| p_d | 32 |
| pwdata_o_r | 32 |
| cmd_d | 2 |
| paddr_o_r | 1 |
| pwrite_o_r | 1 |
Power figures rest on the tool's default switching activity, not on a simulated workload.
