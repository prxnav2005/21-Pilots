## flow/constraint.sdc

```tcl
current_design day21

set clk_period 6.2
set clk_io_pct 0.2

create_clock -name clk0 -period $clk_period

set non_clock_inputs [all_inputs -no_clocks]
set_input_delay [expr $clk_period * $clk_io_pct] -clock clk0 $non_clock_inputs
set_output_delay [expr $clk_period * $clk_io_pct] -clock clk0 [all_outputs]
```

## flow/config.mk

```make
export PLATFORM = sky130hd
export DESIGN_NAME = day21
export DESIGN_NICKNAME = day21
export VERILOG_FILES = /design/flow/design.v
export SDC_FILE = /design/flow/constraint.sdc
export NUM_CORES = 4
export LEC_CHECK = 1
export CORE_AREA = 10 10 70 70
export DIE_AREA = 0 0 80 80
```

## flow/run.sh

```bash
#!/bin/bash
# OpenROAD 26Q1-2900-gdf79404cd8, Yosys 0.63+post, stock flow scripts
make -C /OpenROAD-flow-scripts/flow DESIGN_CONFIG=/design/flow/config.mk WORK_HOME=/design/flow/orfs finish
```

## flow/design.v

```verilog
module day21 #(
  parameter WIDTH = 12
)(
  input       wire [WIDTH-1:0]  vec_i,
  output       wire [WIDTH-1:0]  second_bit_o
);
  wire [WIDTH-1:0] first_bit;
  wire [WIDTH-1:0] empty_vector;
  assign first_bit = vec_i & -vec_i;
  assign empty_vector = vec_i & (~first_bit);
  assign second_bit_o = empty_vector & -empty_vector;
endmodule
```

==> results.py <==
# Physical implementation metrics
metrics = {
    "die": {
        "fp_util_pct": 13.8,
        "die_w_um": 80,
        "chip_area_mm2": 0.00640,
        "ioPinCount": 24,
        "core_mm2": 0.00342,
        "floorplan.rows": 21,
        "die_y_um": 80,
    },
    "setup_path": {
        "path_class": "in -> out",
        "crit_top_cell": "clkdlybuf4s50_1",
        "cp_num_buf_inv": 2,
        "cp_slowest_cell": "clkdlybuf4s50_1",
        "cp_max_fo": 11,
        "critPathTopFamily": "simple AND/OR/NAND/NOR gates",
        "crit_arrival_ns": 3.63,
        "worst_setup_path_start_kind": "input port",
        "crit_path_max_incr_delay_ns": 0.58,
        "critPathCaptureType": "output pin",
        "crit_required_ns": 4.96,
        "crit_start": "vec_i[0]",
        "crit_chain": "clkdlybuf4s50_1 > nor3_1 > nand2_1 > or4b_1 > a31oi_1 > clkdlybuf4s50_1",
    },
    "cells_and_area": {
        "area_growth_pct": 50.5,
        "clock_buffers": 0,
        "ff_count": 0,
        "fin_cells": 131,
        "ff_latch_area_um2": 0,
        "layout-drive-gt1-share_pct": 9.41,
    },
    "final_timing": {
        "hold_violations": 0,
        "finalCriticalPeriod_ns": 4.87,
        "tns_ns": 0,
        "relSlewSlack_pct": 65.4,
        "drv_slew": 0,
        "rsz0062_at_grt": "false",
        "worst_pin_slew_ns": 0.515,
        "final.period_utilization_pct": 78.5,
        "setup_viol": 0,
        "fmax_mhz": 205,
    },
    "min_path": {
        "worstHoldStart": "vec_i[6]",
        "worstHoldEndpoint": "second_bit_o[6]",
        "whs_path_depth": 3,
        "holdCritPathClass": "in -> out",
    },
    "synthesis": {
        "largest_area_cell": "o21ai_0",
        "yosys.area.top_type_share_pct": 6.38,
        "yosys_area_um2": 470,
        "yosysSeqAreaShare_pct": 0,
        "ys_cells": 68,
        "ys_top_cells_by_area": "o21ai_0 (6.4%), a211oi_2 (5.3%), nand3_1 (5.3%)",
        "common_cells": "o21ai_0 (6), inv_1 (5), nand3_1 (5), nor3_1 (5)",
        "syn-cell-area_um2": 470,
        "netlist_instances": 68,
        "synth_cell_types": 38,
        "yosysMostFrequentCell": "o21ai_0",
        "syn_avg_cell_area_um2": 6.92,
        "ys_warn_count": 0,
    },
    "route": {
        "wl_per_cell_um": 10.8,
        "antenna_left": 0,
        "drt_first_pass_iters": 4,
        "vias": 545,
        "drc_errors": 0,
        "antenna_cells": 0,
        "avgViaCountPerCell": 4.16,
        "totalWireLength_mm": 1.42,
        "drtIter0Drc": 48,
    },
    "pwr": {
        "leakage_nw": 0.215,
        "combPwrFrac_pct": 100.0,
        "seqPwrFrac_pct": 0,
        "p_per_area_mw_per_mm2": 48.0,
        "p_sw_mw": 0.0161,
        "switching_share_pct": 47.5,
        "ir_worst_vdd_mv": 0.00652,
        "intPower_mw": 0.0179,
        "pwr-share-clk_pct": 0,
    },
    "clock_network": {
        "post-cts-setup-buffers": 0,
        "ctsHoldBuffers": 0,
        "cts_resized": 0,
    },
    "placement": {
        "globalplace.congestion": 0.830,
        "hpwl_mm": 1.18,
        "place_inst": 131,
        "port_buffers": 23,
    },
    "job": {
        "warning_count": 32,
        "drv_cap": 0,
    },
    "global_route": {
        "grtUsageTotal_pct": 3.99,
        "grt_pass1_wl_mm": 2.23,
        "antenna_found_initial": 0,
        "first_global_vias": 497,
        "grt_overflow_total": 0,
        "grt_max_degree": 15,
    },
    "status": {
        "outcome": "finished, final reports clean",
    },
}
[power by group through the flow]
stage	registers (mW)	clock network, mW	logic, mW
after CTS	0	0	0.0343
after global routing	0	0	0.0375
final	0	0	0.0340
[how the worst max path moves through the flow]
stage     slack [ns]                to  cells past startpoint
6_report        1.33  second_bit_o[10]                      6
5_1_grt         1.10  second_bit_o[10]                      6
4_1_cts         1.31  second_bit_o[10]                      6
[cells in the final DEF, fill, tap and decap left out, types with 3 or more instances in the layout]
master	count
nor3_1	5
a21oi_1	3
clkdlybuf4s50_1	23
o211ai_1	3
nand3_1	5
inv_1	5
o21ai_0	6
nand2_1	3
[metal layers]
| layer | track usage [%] | routed length (um) | vias up |
|---|---|---|---|
| met4 | 0 | 0 | 0 |
| met3 | 0.341 | 69 | 0 |
| met2 | 7.46 | 728 | 10 |
| li1 | - | - | 287 |
| met5 | 0 | 0 | - |
| met1 | 5.08 | 616 | 248 |
[metrics by stage]
step / area, um^2 / power, mW / hold slack [ns] / setup WS (ns) / utilization (%)
floorplan: 470 / 0.0179 / 2.54 / 2.64 / -
global placement: 708 / 0.0341 / 3.47 / 1.35 / 20.7
detailed placement: 708 / 0.0341 / 3.46 / 1.32 / 20.7
CTS: 708 / 0.0343 / 3.46 / 1.31 / 20.7
global route: 708 / 0.0375 / 3.51 / 1.10 / 20.7
finish: 708 / 0.0340 / 3.46 / 1.33 / 20.7
[worst min-delay path, delay by kind of cell]
kind | cells | cell delay [ns]
buffers and inverters | 2 | 0.85
AND-OR/OR-AND | 1 | 0.12
[cells by family (layout without fill, tap and decap cells)]
family / after synthesis / count (layout) / share of synthesized area, %
compound gates: 24 / 24 / 38.0
xor+xnor: 4 / 4 / 7.45
fa+ha+maj: 1 / 1 / 2.13
buf+inv: 11 / 28 / 14.6
other cells: 1 / 1 / 0.797
simple gates: 27 / 27 / 37.0
[area by class of cell]
type,count,area [um^2]
fill,390,2710
multi-input combinational,57,402
timing repair buffer,23,230
tap,46,57.6
inverter,5,18.8
Power is estimated from default activity; no workload was simulated.
