==> design/flow/design.v <==
module day19 #(
  parameter DEPTH   = 4,
  parameter DATA_W  = 1
)(
  input  wire               clk,
  input  wire               reset,
  input  wire               push_i,
  input  wire [DATA_W-1:0]  push_data_i,
  input  wire               pop_i,
  output reg  [DATA_W-1:0]  pop_data_o,
  output wire               full_o,
  output wire               empty_o
);
  reg [DATA_W-1:0] mem [0:DEPTH-1];
  reg [1:0] w_ptr; 
  reg [1:0] r_ptr; 
  reg [2:0] count; 
  assign full_o = (count == DEPTH);
  assign empty_o = (count == 0);
  always @(posedge clk or posedge reset) begin
    if (reset) begin
      w_ptr <= 0;
      r_ptr <= 0;
      count <= 0;
      pop_data_o <= 0;
    end else begin
      if (push_i && !full_o) begin
        mem[w_ptr] <= push_data_i;
        w_ptr <= w_ptr + 1;
        count <= count + 1;
      end
      if (pop_i && !empty_o) begin
        pop_data_o <= mem[r_ptr];
        r_ptr <= r_ptr + 1;
        count <= count - 1;
      end
    end
  end
endmodule
==> design/flow/run.sh <==
#!/bin/bash
# OpenROAD 26Q1-2900-gdf79404cd8, Yosys 0.63+post, stock flow scripts
make -C /OpenROAD-flow-scripts/flow DESIGN_CONFIG=/design/flow/config.mk WORK_HOME=/design/flow/orfs finish
==> design/flow/config.mk <==
export PLATFORM = sky130hd
export DESIGN_NAME = day19
export DESIGN_NICKNAME = day19
export VERILOG_FILES = /design/flow/design.v
export SDC_FILE = /design/flow/constraint.sdc
export NUM_CORES = 4
export LEC_CHECK = 1
export CORE_AREA = 10 10 76 76
export DIE_AREA = 0 0 86 86
==> design/flow/constraint.sdc <==
current_design day19

set clk_period 1.9
set clk_io_pct 0.2

create_clock -name clk0 -period $clk_period [get_ports {clk}]

set non_clock_inputs [all_inputs -no_clocks]
set_input_delay [expr $clk_period * $clk_io_pct] -clock clk0 $non_clock_inputs
set_output_delay [expr $clk_period * $clk_io_pct] -clock clk0 [all_outputs]
==> impl_metrics.env <==
# implementation run metrics
export IMPL_numCtsBuffers=3
export IMPL_routedWlPerCell_um=9.46
export IMPL_power_leakage_nw=0.411
export IMPL_drt_iter0_drc=7
export IMPL_viasPerCell=3.68
export IMPL_drive_gt1_frac=0.274
export IMPL_aoi_share=0.0785
export IMPL_total_power_w=0.00131
export IMPL_wl_met2_um=477
export IMPL_clock_fmax_ghz=0.551
export IMPL_p_clk_frac=0.204
export IMPL_seq_power_share=0.384
export IMPL_wirelength_um=1160
export IMPL_yosysWarningCount=2
export IMPL_worstSetupPathType="reg -> out"
export IMPL_yosysCellCount=58
export IMPL_grt_antenna_before_repair=0
export IMPL_rsz0062_at_grt="no"
export IMPL_crit_path_start_kind="flip-flop"
export IMPL_critPathTopFamily="buffers and inverters"
export IMPL_worst_hold_slack_ns=0.437
export IMPL_layout_top_cells="8 x inv_1, 8 x ha_1, 6 x clkdlybuf4s50_1"
export IMPL_h_tree_depth=1
export IMPL_slew_viol_final=0
export IMPL_crit_required_ns=1.52
export IMPL_ir_drop_mv=0.747
export IMPL_grt_total_usage=0.0329
export IMPL_hold_class="in -> async"
export IMPL_intPower_w=0.000890
export IMPL_worst_slew_pin_slew_ns=0.367
export IMPL_slowest_delay_ns=0.51
export IMPL_drtAntennaViolNets=0
export IMPL_crit_buf_inv=1
export IMPL_crit_chain="nor3b_4 -> clkdlybuf4s50_1"
export IMPL_worst_slack_ns=0.0837
export IMPL_routed_top_layer="met3"
export IMPL_antennaDiodeCount=0
export IMPL_p_per_area_mw_per_mm2=1390
export IMPL_grt_pass1_wl_um=2090
export IMPL_endpoint_kind="output pin"
export IMPL_wl_met1_um=621
export IMPL_p_switching_w=0.000425
export IMPL_dieHeight_um=86
export IMPL_finalHoldViolations=0
export IMPL_fp_util=0.174
export IMPL_yosys_area_um2=717
export IMPL_chipArea_mm2=0.00740
export IMPL_timing_final_crit_share=0.956
export IMPL_synth_distinct_cells=24
export IMPL_core_area_mm2=0.00412
export IMPL_area_delta_synth_final_pct=32.1
export IMPL_io_buffers=7
export IMPL_fa_ha_area_frac=0.168
export IMPL_final_min_clock_period_ns=1.82
export IMPL_place_hpwl_um=935
export IMPL_startpoint="count[1]"
export IMPL_synth_seq_share=0.447
export IMPL_status="finished clean"
export IMPL_cts_root_buf="clkbuf_8"
export IMPL_drcViolationCount=0
export IMPL_fin_skew_ns=0.000755
export IMPL_cp_max_fo=6
export IMPL_drt_pass1_iter_count=4
export IMPL_maxCapViolations=0
export IMPL_synth_flops=12
export IMPL_dr_wl_met3_um=64
export IMPL_die_w_um=86
export IMPL_tool_warnings=31
export IMPL_swShare=0.323
export IMPL_insertion_delay_ns=0.23
export IMPL_setup_viol=0
export IMPL_ys_sh_simple=0.159
export IMPL_r2r_start="count[0]"
export IMPL_ys_sh_xor=0.0244
export IMPL_cts_setup_buffers=0
export IMPL_netlist_logic_family_top="adder cells"
export IMPL_cts_tree="done"
export IMPL_syn_inst=58
export IMPL_final_util=0.230
export IMPL_grt_max_degree=9
export IMPL_p_comb_frac=0.412
export IMPL_crit_arrival_ns=1.44
export IMPL_dp_slack_ns=-0.216
export IMPL_num_vias=453
export IMPL_clock_sinks=12
export IMPL_syn_area_um2=717
export IMPL_globalplace_congestion=0.728
export IMPL_grt_pass1_vias=484
export IMPL_slew_limit_headroom=0.755
export IMPL_clkTransAtPathRegs_ns=0.05
export IMPL_avgSynthCellArea_um2=12.4
export IMPL_num_rows=23
export IMPL_clockBufferDepth=2
export IMPL_overflow=0
export IMPL_muxShareOfSynthArea=0.0820
export IMPL_pin_count=8
export IMPL_crit_slowest_cell="clkdlybuf4s50_1"
worst paths after layout:
kind | slack, ns | to | depth (start not counted)
worst max-delay path | 0.08 | full_o | 2
worst min-delay path | 0.44 | w_ptr[0] | 2
worst max register to register | 0.11 | count[2] | 6
worst min register to register | 0.52 | pop_data_o | 1
max in group asynchronous | 1.20 | count[2] | 2
min in group clk0 | 0.52 | pop_data_o | 1
timing repair:
action | CTS | global route
hold buffers | 0 | 0
setup endpoints to repair | 0 | 2
gates resized | 0 | 5
state kept, by name, summed over array words and instances, names as in the netlist:
signal,cells
w_ptr,2
r_ptr,2
count,3
pop_data_o,1
mem,4
per-stage QoR:
| step | setup TNS (ns) | instances | cell area [um2] |
|---|---|---|---|
| global route | 0 | 123 | 947 |
| floorplan | 0 | 58 | 717 |
| detailed placement | -0.216 | 119 | 880 |
| finish | 0 | 123 | 947 |
| CTS | 0 | 123 | 935 |
| global placement | -0.153 | 119 | 880 |
power by group through the flow:
stage	clock [W]	combinational, W	sequential [W]
CTS	0.000278	0.000541	0.000490
global route	0.000299	0.000621	0.000523
finish	0.000268	0.000542	0.000504
metal layers:
metal	up-vias	GRT usage
met2	9	0.0433
met3	0	0.0172
met4	0	0.00299
met1	217	0.0478
li1	227	-
met5	-	0
layout make-up:
class	count	area, um2
fillers	432	3170
multi-input cells	38	373
flip-flops and latches	12	324
repair buffers	11	103
well taps	50	62.6
clock buffers	4	55.1
inverters	8	30.0
cell families after synthesis:
kind of cell | after synthesis
flip-flops | 12
AND/OR/NAND/NOR | 14
adder cells (fa/ha/maj) | 9
AND-OR/OR-AND | 8
multiplexers | 5
XOR/XNOR | 2
buffers and inverters | 8
synthesized netlist by cell type:
| cell type | n | share of area |
|---|---|---|
| edfxtp_1 | 4 | 0.17 |
| mux2i_1 | 1 | 0.014 |
| or2_2 | 1 | 0.0087 |
| a22oi_1 | 1 | 0.010 |
| a31oi_1 | 1 | 0.0087 |
| mux2_4 | 1 | 0.021 |
| inv_1 | 8 | 0.042 |
| nor3b_1 | 1 | 0.010 |
| xnor2_1 | 2 | 0.024 |
| nor3_2 | 1 | 0.014 |
| nor3b_2 | 1 | 0.017 |
| a21o_1 | 1 | 0.010 |
| ha_1 | 8 | 0.14 |
| nand2_1 | 2 | 0.010 |
| mux2_2 | 3 | 0.047 |
| o211ai_1 | 2 | 0.021 |
| o21ai_0 | 2 | 0.014 |
| dfrtp_1 | 8 | 0.28 |
| or3b_1 | 1 | 0.012 |
| and2_1 | 4 | 0.035 |
| nand2b_4 | 2 | 0.038 |
| nor4b_1 | 1 | 0.012 |
| fa_1 | 1 | 0.028 |
| a222oi_1 | 1 | 0.014 |
Power is estimated from default activity; no workload was simulated.
